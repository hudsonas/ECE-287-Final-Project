===== flow/run.sh =====
#!/bin/bash
# OpenROAD 26Q1-2900-gdf79404cd8, Yosys 0.63+post, stock flow scripts
make -C /OpenROAD-flow-scripts/flow DESIGN_CONFIG=/design/flow/config.mk WORK_HOME=/design/flow/orfs finish

===== flow/config.mk =====
export PLATFORM = sky130hd
export DESIGN_NAME = finalProject
export DESIGN_NICKNAME = finalProject
export VERILOG_FILES = /design/flow/design.v
export SDC_FILE = /design/flow/constraint.sdc
export NUM_CORES = 4
export LEC_CHECK = 1
export CORE_UTILIZATION = 40

===== flow/constraint.sdc =====
current_design finalProject

set clk_period 5.9
set clk_io_pct 0.2

create_clock -name clk0 -period $clk_period [get_ports {clk}]

set non_clock_inputs [all_inputs -no_clocks]
set_input_delay [expr $clk_period * $clk_io_pct] -clock clk0 $non_clock_inputs
set_output_delay [expr $clk_period * $clk_io_pct] -clock clk0 [all_outputs]

===== flow/design.v =====
module finalProject(sw,rst,clk,ledg00,ledg01,ledr17,ledr16,ledr15,ledr14,ledr13,ledr12,ledr11,ledr10,
ledr09,ledr08,ledr07,ledr06,ledr05,ledr04,ledr03,ledr02,ledr01,ledr00,h00,h01,h02,h03,h04,h05,h06);
	input [5:0] sw;		 
	input [1:0] rst;		 
	input clk;				 
	output [0:0] ledg00;	 
	output [0:0] ledg01;	 
	output h00,h01,h02,h03,h04,h05,h06;  
	output [0:0] ledr17,ledr16,ledr15,ledr14,ledr13,ledr12,ledr11,ledr10,ledr09,ledr08,ledr07,ledr06,ledr05,ledr04,ledr03,ledr02,ledr01,ledr00;	 
	reg [25:0] count;		 
	reg [3:0] length;		 
	reg [3:0] counter;	 
	reg [5:0] M;			 
	reg [5:0] Q;			 
	reg light;				 
	reg endCycle;			 
	localparam constNumber1 = 50000000;
	assign ledg00 = light;  
	assign ledg01 = endCycle;  
	assign ledr00 = length[2]&&length[1]&&M[0]&&!rst[1];	 
	assign ledr01 = length[2]&&length[1]&&!rst[1];			 
	assign ledr02 = length[2]&&length[1]&&M[0]&&!rst[1];	 
	assign ledr03 = ((length[2]&&length[1])||(length[2]&&length[0]))&&M[1]&&!rst[1];	 
	assign ledr04 = ((length[2]&&length[1])||(length[2]&&length[0]))&&!rst[1];			 
	assign ledr05 = ((length[2]&&length[1])||(length[2]&&length[0]))&&M[1]&&!rst[1];	 
	assign ledr06 = (length[2]||((length[2]&&length[1])||(length[2]&&length[0])))&&M[2]&&!rst[1];	 
	assign ledr07 = (length[2]||((length[2]&&length[1])||(length[2]&&length[0])))&&!rst[1];			 
	assign ledr08 = (length[2]||((length[2]&&length[1])||(length[2]&&length[0])))&&M[2]&&!rst[1];	 
	assign ledr09 = ((length[1]&&length[0])||(length[2]||((length[2]&&length[1])||(length[2]&&length[0]))))&&M[3]&&!rst[1];	 
	assign ledr10 = ((length[1]&&length[0])||(length[2]||((length[2]&&length[1])||(length[2]&&length[0]))))&&!rst[1];			 
	assign ledr11 = ((length[1]&&length[0])||(length[2]||((length[2]&&length[1])||(length[2]&&length[0]))))&&M[3]&&!rst[1];	 
	assign ledr12 = (length[1]||((length[1]&&length[0])||(length[2]||((length[2]&&length[1])||(length[2]&&length[0])))))&&M[4]&&!rst[1];	 
	assign ledr13 = (length[1]||((length[1]&&length[0])||(length[2]||((length[2]&&length[1])||(length[2]&&length[0])))))&&!rst[1];			 
	assign ledr14 = (length[1]||((length[1]&&length[0])||(length[2]||((length[2]&&length[1])||(length[2]&&length[0])))))&&M[4]&&!rst[1];	 
	assign ledr15 = (length[0]||(length[1]||((length[1]&&length[0])||(length[2]||((length[2]&&length[1])||(length[2]&&length[0]))))))&&M[5]&&!rst[1];	 
	assign ledr16 = (length[0]||(length[1]||((length[1]&&length[0])||(length[2]||((length[2]&&length[1])||(length[2]&&length[0]))))))&&!rst[1];			 
	assign ledr17 = (length[0]||(length[1]||((length[1]&&length[0])||(length[2]||((length[2]&&length[1])||(length[2]&&length[0]))))))&&M[5]&&!rst[1];	 
	reg[2:0] State, Next_State;	 
	parameter Aa = 6'b000000, Ba = 6'b000001, Ca = 6'b000010, Da = 6'b000011, Ea = 6'b000100, Fa = 6'b000101, Ga = 6'b000110,
	Ha = 6'b000111, Ia = 6'b001000, Ja = 6'b001001, Ka = 6'b001010, La = 6'b001011, Ma = 6'b001100, Na = 6'b001101, Oa = 6'b001110, 
	Pa = 6'b001111, Qa = 6'b010000, Ra = 6'b010001, Sa = 6'b010010, Ta = 6'b010011, Ua = 6'b010100, Va = 6'b010101, Wa = 6'b010110, 
	Xa = 6'b010111, Ya = 6'b011000, Za = 6'b011001, Zero = 6'b011010, One = 6'b011011, Two = 6'b011100, Three = 6'b011101, Four = 6'b011110,
	Five = 6'b011111, Six = 6'b100000, Seven = 6'b100001, Eight = 6'b100010, Nine = 6'b100011, Period = 6'b100100, Comma = 6'b100101, Question = 6'b100110;
	parameter A = 3'b000, B = 3'b001, C = 3'b010, D = 3'b011, E = 3'b100, F = 3'b101, G = 3'b110, H = 3'b111;
	always @(posedge clk)
	begin
		if (count < constNumber1)  
			count <= count + 1;
		else
		begin
			count <= 0;
			State <= Next_State;  
			if (Next_State == A)
			begin  
				counter <= length;
				Q <= M;
			end
			if (Next_State == H)
			begin     
				counter <= counter - 1;  
				Q[5] <= Q[4];
				Q[4] <= Q[3];
				Q[3] <= Q[2];
				Q[2] <= Q[1]; 
				Q[1] <= Q[0];
				Q[0] <= 1'b0;
			end
		end
	end
	always @(Q[5], rst[1:0], counter, State) 											
	begin: state_table
		case (State)
			A: if (!rst[1]) 
					Next_State = B;  
				else 
					Next_State = A;  
			B: if (!Q[5]) 
					Next_State = H;  
				else 
					Next_State = C;  
			C: if (!rst[0]) 
					Next_State = A;  
				else 
					Next_State = D;			 
			D: if (!rst[0]) 
					Next_State = A;  
				else 
					Next_State = E;			 
			E: if (!rst[0]) 
					Next_State = A;  
				else 
					Next_State = F;			 
			F: if (!rst[0]) 
					Next_State = A;  
				else 
					Next_State = G;			 
			G: if (!rst[0]) 
					Next_State = A;  
				else 
					Next_State = H;			 
			H: if (counter == 0) 
					Next_State = A;  
				else 
					Next_State = B;					 
		default: Next_State = 3'b000;  
		endcase
	end	 
	always @(sw)  
	begin: letter_selection
		case(sw[5:0])
			Aa: begin  
					length = 4'b0010;
					M = 6'b010000;
				end					
			Ba: begin  
					length = 4'b0100;
					M = 6'b100000;
				end					
			Ca: begin  
					length = 4'b0100;
					M = 6'b101000;
				end					
			Da: begin  
					length = 4'b0011;
					M = 6'b100000;		
				end					
			Ea: begin  
					length = 4'b0001;
					M = 6'b000000;		
				end					
			Fa: begin  
					length = 4'b0100;
					M = 6'b001000;	
				end					
			Ga: begin  
					length = 4'b0011;
					M = 6'b110000;		
				end	
			Ha: begin  
					length = 4'b0100;
					M = 6'b000000;
				end					
			Ia: begin  
					length = 4'b0010;
					M = 6'b000000;	
				end					
			Ja: begin  
					length = 4'b0100;
					M = 6'b011100;
				end					
			Ka: begin  
					length = 4'b0011;
					M = 6'b010000;
				end					
			La: begin  
					length = 4'b0100;
					M = 6'b010000;
				end					
			Ma: begin  
					length = 4'b0010;
					M = 6'b110000;
				end					
			Na: begin  
					length = 4'b0010;
					M = 6'b100000;
				end					
			Oa: begin  
					length = 4'b0011;
					M = 6'b111000;
				end					
			Pa: begin  
					length = 4'b0100;
					M = 6'b011000;	
				end					
			Qa: begin  
					length = 4'b0100;
					M = 6'b110100;
				end
			Ra: begin  
					length = 4'b0011;
					M = 6'b010000;
				end
			Sa: begin  
					length = 4'b0011;
					M = 6'b000000;
				end
			Ta: begin  
					length = 4'b0001;
					M = 6'b100000;
				end
			Ua: begin  
					length = 4'b0011;
					M = 6'b001000;
				end
			Va: begin  
					length = 4'b0100;
					M = 6'b000100;
				end
			Wa: begin  
					length = 4'b0011;
					M = 6'b011000;
				end
			Xa: begin  
					length = 4'b0100;
					M = 6'b100100;
				end
			Ya: begin  
					length = 4'b0100;
					M = 6'b101100;	
				end					
			Za: begin  
					length = 4'b0100;
					M = 6'b110000;				
				end	
			Zero: begin  
					length = 4'b0101;
					M = 6'b111110;				
				end	
			One: begin  
					length = 4'b0101;
					M = 6'b011110;				
				end	
			Two: begin  
					length = 4'b0101;
					M = 6'b001110;				
				end	
			Three: begin  
					length = 4'b0101;
					M = 6'b000110;				
				end	
			Four: begin  
					length = 4'b0101;
					M = 6'b000010;				
				end	
			Five: begin  
					length = 4'b0101;
					M = 6'b000000;				
				end	
			Six: begin  
					length = 4'b0101;
					M = 6'b100000;				
				end	
			Seven: begin  
					length = 4'b0101;
					M = 6'b110000;				
				end	
			Eight: begin  
					length = 4'b0101;
					M = 6'b111000;				
				end	
			Nine: begin  
					length = 4'b0101;
					M = 6'b111100;				
				end	
			Period: begin  
					length = 4'b0110;
					M = 6'b101010;				
				end	
			Comma: begin  
					length = 4'b0110;
					M = 6'b110011;				
				end	
			Question: begin  
					length = 4'b0110;
					M = 6'b001100;				
				end	
		endcase
	end	 
	always @(State)
	begin: lightAssign
		case (State)
			B: light = 1;	 
			C: light = 1;	 
			D: light = 1;	 
			E: light = 1;	 
			F: light = 1;	 
			G: light = 1;	 
			default: light = 0;  
		endcase
	end
	always @(State)
	begin: endCycleAssign
		case (State)
 			A: endCycle = 1;	 
			default: endCycle = 0;  
		endcase
	end	
endmodule 

==> changes_impl.md <==
### Implementation results

* Status: completed
* CP endpoint kind: output port
* Comb area at ~0.0015 mm^2
* Row count at 30
* Crit path DRT at around 4700 ps
* Flip-flop and latch area at about 0.0011 mm^2
* Initial antenna violation count at 0
* Share of cells above drive strength 1 at 5.79%
* Crit path DAT at 2850 ps
* Worst-path clk slew at 70 ps
* Worst Min Path Start: count[0]
* CTS tree: done
* ANT nets after route at 0
* Period utilization at approximately two thirds
* Final setup violation count at 0
* RSZ-0062 raised after global routing: no
* Endpoints left unconstrained at 9
* Cts bufs inserted at 5
* Critical-path maximum fanout at 6
* Worst-margin pin slew at 783 ps
* DP Area at 0.00314 mm^2
* Number of synthesis warnings at 8
* Worst-Skew Late Latency at 290 ps
* Final Cell Area at approximately 0.0032 mm^2
* Final hold viol count at 0
* Slew Limit Fails at 0
* Number of global-route vias before repair at between 2,000 and 2,500
* Flop2flop setup slack at between 3000 and 4000 ps
* Yosys chip area at around 0.0029 mm^2
* Crit Path Class: input pin to output port
* Post-Syn Area at around 0.0029 mm^2
* Root Driver: clkbuf_8
* VDD IR max at ~0.000093 V
* Origin of the critical flop-to-flop path: State[3]
* Hold Crit Depth at 1
* Core Util, Final at a little under half
* Reg2reg path depth at 5
* Distinct lib cells used at 58
* Init Core Util at around two fifths
* Htree depth at 2
* Gr ovfl total at 0
* IO Count at 36
* First-pass DRT Iterations at 4
* Number of enable flip-flop cells at 10
* Vias per cell at ~5
* Register pins left without a clock at 9
* OpenROAD warnings at 25
* Post-synth regs at 53
* DIE AREA at approximately 0.0075 mm^2
* Syn Inst Count at approximately 350
* Top cells by area: dfxtp_1 24%, edfxtp_1 10%, xnor2_1 5.8%, nor2_1 4.8%, dlxtn_1 4.7%
* GRT Total Usage at 15.9%
* First-pass GRT wire length at between 9000 and 10,000 um
* F_max at between 0.2 and 0.25 GHz
* Placer Congestion at about 0.85
* Ys async rst share at 0%
* Rel. slew slack at around 47%
* Wire per inst at between 10 and 15 um
* Diodes inserted at 0
* DRC at 0
* Final setup TNS at 0 ps
* Synth area leader: dfxtp_1
* Routed wire length at about 5500 um
* DP HPWL at ~3800 um
* Pleak at roughly 0.0012 uW
* Total core area at about 0.0069 mm^2
* Die W at slightly below 90 um
* Worst setup SP type: input pin
* Max_cap viols at 0
* Final Skew at 10.7 ps
* Cell Pwr Density at 178 mW/mm^2
* Post-CTS setup buffer count at 0
* Hold Crit Class: flip-flop to flip-flop
* Post-CTS sizing at 0
* Final Critical Period at around 4000 ps
* Fillers at roughly 660
* Via count at approximately 2,400
* Hold-fix buffers at CTS at 0
* Longest Clk Path Bufs at 2
* Top FF cell, synth: dfxtp_1
* Number of port buffers at 28
* Worst Hold End: count[0]
* RR Endpoint: Q[5]
* Starting DRT DRC Count at 95
* Area Overhead vs Synth at 13.0%
* Vertical die size at between 80 and 90 um
* Largest net degree at the start of global routing at 25
* # Cells Yosys at about 350
* Largest type area fraction at about a quarter
* Avg Cell Area, Syn at roughly 8.2 um^2
cell families (layout without fill, tap and decap cells):
kind of cell | after synthesis | count (layout) | share of synthesized area (%)
simple gates | 138 | 138 | 24.8
compound gates | 72 | 72 | 15.8
buf+inv | 52 | 58 | 8.55
flops | 44 | 44 | 34.2
xor+xnor | 23 | 23 | 7.02
mux | 9 | 9 | 3.53
latches | 9 | 9 | 4.71
fa+ha+maj | 3 | 3 | 1.22
other cells | 1 | 7 | 0.131
synth_stat cells, types with 6 or more instances:
cell and n:
nor2_1 37, dfxtp_1 34, a21oi_1 22, inv_1 21, o21ai_0 20, xnor2_1 19
nand3_1 18, nand2_1 17, clkbuf_1 16, nor3_1 14, buf_4 13, edfxtp_1 10
dlxtn_1 9, nor2b_1 9, and2_1 7, nand2b_1 7, and3_1 6, mux2_2 6
nor4_1 6
critical path, cell delays in order:
cell and delay [ps]:
clkdlybuf4s50_1 520, nor2b_1 270, a21boi_0 240, and2_1 170
clkdlybuf4s50_1 460
layout make-up:
| type | instances | share of cell area, % |
|---|---|---|
| clock buffers | 7 | 3.01 |
| inverters | 21 | 2.43 |
| multi-input cells | 252 | 47.3 |
| repair buffers | 30 | 9.11 |
| flip-flops and latches | 53 | 34.4 |
| well taps | 96 | 3.71 |
layer usage:
metal	up-vias	GRT usage, %	share of wire [%]
met5	-	0	0
met3	4	2.51	2.7
li1	1225	-	-
met2	32	24.2	44
met1	1094	25.6	52
met4	0	1.52	0.72
where the power goes:
group          internal [uW]  total, uW  switching, uW
logic                   27.3       58.5           31.2
clock network            107        204           96.7
registers                312        314           1.84
cell usage in the layout (no fill, tap or decap), types with 3 or more instances in the layout:
cell type        instances
xor2_1                   4
or3_1                    3
edfxtp_1                10
nand2b_1                 7
nor4_1                   6
clkdlybuf4s50_1         28
nor2b_1                  9
and2_1                   7
dlxtn_1                  9
o21ai_0                 20
nand4_1                  3
o22ai_1                  4
inv_1                   21
nand3_1                 18
clkbuf_8                 5
a21oi_1                 22
xnor2_1                 19
nand2_1                 17
nor3_1                  14
nor2_1                  37
mux2_2                   6
a21boi_0                 3
dfxtp_1                 34
conb_1                   7
and3_1                   6
a31oi_1                  3
worst max-delay path by stage:
stage                to  slack (ps)  cells after the start   start
CTS           ledr05[0]        1850                      5  rst[1]
finish        ledr05[0]        1870                      5  rst[1]
global route  ledr03[0]        1740                      5  rst[1]
through the flow:
step,std cells,power [uW],setup slack (ps),hold slack [ps]
5_1_grt,459,607,1740,460
6_report,459,577,1870,445
2_1_floorplan,357,362,3030,413
3_3_place_gp,452,379,1870,429
4_1_cts,459,585,1850,449
3_5_place_dp,452,379,1850,436
flip-flops by register name, summed over array words and instances (netlist names):
| register | cells |
|---|---|
| count | 26 |
| M | 6 |
| Q | 6 |
| counter | 4 |
| State | 8 |
| length | 3 |
Power and IR drop assume default switching activity.
